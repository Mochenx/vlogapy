==> ./run.sh <==
#!/bin/bash
# OpenROAD 26Q1-2900-gdf79404cd8, Yosys 0.63+post, stock flow scripts
make -C /OpenROAD-flow-scripts/flow DESIGN_CONFIG=/design/flow/config.mk WORK_HOME=/design/flow/orfs finish
==> ./config.mk <==
export PLATFORM = sky130hd
export DESIGN_NAME = tx_clk_div
export DESIGN_NICKNAME = tx_clk_div
export VERILOG_FILES = /design/flow/design.v
export SDC_FILE = /design/flow/constraint.sdc
export NUM_CORES = 4
export LEC_CHECK = 1
export CORE_AREA = 10 10 70 70
export DIE_AREA = 0 0 80 80
==> ./constraint.sdc <==
current_design tx_clk_div

set clk_period 2.1
set clk_io_pct 0.2

create_clock -name clk0 -period $clk_period [get_ports {clk_in}]

set non_clock_inputs [all_inputs -no_clocks]
set_input_delay [expr $clk_period * $clk_io_pct] -clock clk0 $non_clock_inputs
set_output_delay [expr $clk_period * $clk_io_pct] -clock clk0 [all_outputs]
==> ./design.v <==
module xxx_tx_phy_digital (
     ch0_d,
     ch1_d,
     ch2_d,
     ch3_d,
     ch4_d,
     ch5_d,
     ch6_d,
     ch7_d,
     ch8_d,
     ch9_d,
     ch10_d,
     ch11_d,
     ch12_d,
     ch13_d,
     ch14_d,
     ch15_d,
     ch16_d,
     ch17_d,
     ch18_d,
     ch19_d,
     ch20_d,
     ch21_d,
     ch22_d,
     ch23_d,
     ch24_d,
     ch25_d,
     ch26_d,
     tx_ck_sync_0,
     tx_ck_sync_1,
     tx_ck ,    
     k_div,       
     resetn,
     rterm,       
     tx_boost,    
     reg_pd_ch,   
     reg_vcm,     
     reg_vod,     
     pd_bias,     
     test_en,      
     test_bit,     
     reserved,     
     ic25u_in,
     ipp25u_in,
     dc_tp,
     dvdd_10,
     dvss_10,
     avdd18,
     avss18,
     avdd18_xxx,   
     avss18_xxx,   
     avdd10_xxx,   
     avss10_xxx,   
     pad_tx_0p ,
     pad_tx_0m ,
     pad_tx_1p ,
     pad_tx_1m ,
     pad_tx_2p ,
     pad_tx_2m ,
     pad_tx_3p ,
     pad_tx_3m ,
     pad_tx_4p ,
     pad_tx_4m ,
     pad_tx_5p ,
     pad_tx_5m ,
     pad_tx_6p ,
     pad_tx_6m ,
     pad_tx_7p ,
     pad_tx_7m ,
     pad_tx_8p ,
     pad_tx_8m ,
     pad_tx_9p ,
     pad_tx_9m ,
     pad_tx_10p,
     pad_tx_10m,
     pad_tx_11p,
     pad_tx_11m,
     pad_tx_12p,
     pad_tx_12m,
     pad_tx_13p,
     pad_tx_13m,
     pad_tx_14p,
     pad_tx_14m,
     pad_tx_15p,
     pad_tx_15m,
     pad_tx_16p,
     pad_tx_16m,
     pad_tx_17p,
     pad_tx_17m,
     pad_tx_18p,
     pad_tx_18m,
     pad_tx_19p,
     pad_tx_19m,
     pad_tx_20p,
     pad_tx_20m,
     pad_tx_21p,
     pad_tx_21m,
     pad_tx_22p,
     pad_tx_22m,
     pad_tx_23p,
     pad_tx_23m,
     pad_tx_24p,
     pad_tx_24m,
     pad_tx_25p,
     pad_tx_25m,
     pad_tx_26p,
     pad_tx_26m
    );
input [3:0]  ch0_d;
input [3:0]  ch1_d;
input [3:0]  ch2_d;
input [3:0]  ch3_d;
input [3:0]  ch4_d;
input [3:0]  ch5_d;
input [3:0]  ch6_d;
input [3:0]  ch7_d;
input [3:0]  ch8_d;
input [3:0]  ch9_d;
input [3:0]  ch10_d;
input [3:0]  ch11_d;
input [3:0]  ch12_d;
input [3:0]  ch13_d;
input [3:0]  ch14_d;
input [3:0]  ch15_d;
input [3:0]  ch16_d;
input [3:0]  ch17_d;
input [3:0]  ch18_d;
input [3:0]  ch19_d;
input [3:0]  ch20_d;
input [3:0]  ch21_d;
input [3:0]  ch22_d;
input [3:0]  ch23_d;
input [3:0]  ch24_d;
input [3:0]  ch25_d;
input [3:0]  ch26_d;
output       tx_ck_sync_0;
output       tx_ck_sync_1;
input        tx_ck ;
input [4:0]  k_div;
input        resetn;  
input [5:0]  rterm;
input        tx_boost;
input [26:0] reg_pd_ch;
input [2:0]  reg_vcm;
input [2:0]  reg_vod;
input        pd_bias;
input        test_en;
input [2:0]  test_bit;
input [7:0]  reserved;
input        ic25u_in;
input        ipp25u_in;
output       dc_tp;
input        dvdd_10;
input        dvss_10;
input        avdd18;
input        avss18;
input        avdd18_xxx;
input        avss18_xxx;
input        avdd10_xxx;
input        avss10_xxx;
output     pad_tx_0p;
output     pad_tx_0m;
output     pad_tx_1p;
output     pad_tx_1m;
output     pad_tx_2p;
output     pad_tx_2m;
output     pad_tx_3p;
output     pad_tx_3m;
output     pad_tx_4p;
output     pad_tx_4m;
output     pad_tx_5p;
output     pad_tx_5m;
output     pad_tx_6p;
output     pad_tx_6m;
output     pad_tx_7p;
output     pad_tx_7m;
output     pad_tx_8p;
output     pad_tx_8m;
output     pad_tx_9p;
output     pad_tx_9m;
output     pad_tx_10p;
output     pad_tx_10m;
output     pad_tx_11p;
output     pad_tx_11m;
output     pad_tx_12p;
output     pad_tx_12m;
output     pad_tx_13p;
output     pad_tx_13m;
output     pad_tx_14p;
output     pad_tx_14m;
output     pad_tx_15p;
output     pad_tx_15m;
output     pad_tx_16p;
output     pad_tx_16m;
output     pad_tx_17p;
output     pad_tx_17m;
output     pad_tx_18p;
output     pad_tx_18m;
output     pad_tx_19p;
output     pad_tx_19m;
output     pad_tx_20p;
output     pad_tx_20m;
output     pad_tx_21p;
output     pad_tx_21m;
output     pad_tx_22p;
output     pad_tx_22m;
output     pad_tx_23p;
output     pad_tx_23m;
output     pad_tx_24p;
output     pad_tx_24m;
output     pad_tx_25p;
output     pad_tx_25m;
output     pad_tx_26p;
output     pad_tx_26m;
reg        tx_ck_sync_0;
reg        tx_ck_sync_1;
wire       pad_tx_0p;
wire       pad_tx_0m;
wire       pad_tx_1p;
wire       pad_tx_1m;
wire       pad_tx_2p;
wire       pad_tx_2m;
wire       pad_tx_3p;
wire       pad_tx_3m;
wire       pad_tx_4p;
wire       pad_tx_4m;
wire       pad_tx_5p;
wire       pad_tx_5m;
wire       pad_tx_6p;
wire       pad_tx_6m;
wire       pad_tx_7p;
wire       pad_tx_7m;
wire       pad_tx_8p;
wire       pad_tx_8m;
wire       pad_tx_9p;
wire       pad_tx_9m;
wire       pad_tx_10p;
wire       pad_tx_10m;
wire       pad_tx_11p;
wire       pad_tx_11m;
wire       pad_tx_12p;
wire       pad_tx_12m;
wire       pad_tx_13p;
wire       pad_tx_13m;
wire       pad_tx_14p;
wire       pad_tx_14m;
wire       pad_tx_15p;
wire       pad_tx_15m;
wire       pad_tx_16p;
wire       pad_tx_16m;
wire       pad_tx_17p;
wire       pad_tx_17m;
wire       pad_tx_18p;
wire       pad_tx_18m;
wire       pad_tx_19p;
wire       pad_tx_19m;
wire       pad_tx_20p;
wire       pad_tx_20m;
wire       pad_tx_21p;
wire       pad_tx_21m;
wire       pad_tx_22p;
wire       pad_tx_22m;
wire       pad_tx_23p;
wire       pad_tx_23m;
wire       pad_tx_24p;
wire       pad_tx_24m;
wire       pad_tx_25p;
wire       pad_tx_25m;
wire       pad_tx_26p;
wire       pad_tx_26m;
wire data_tx_clk;
tx_clk_div u_tx_clk_div_sync(
    .resetn ( resetn    ),
    .clk_in ( tx_ck  ),
    .k_div  ( k_div     ),
    .clk_out( data_tx_clk)
);
initial begin tx_ck_sync_0 = 0 ; tx_ck_sync_1 = 0 ; end
always @ (posedge data_tx_clk) begin
  tx_ck_sync_0 <= ~tx_ck_sync_0 ;
  tx_ck_sync_1 <= ~tx_ck_sync_1 ;
end
xxx_4to1 u_xxx_0(
      .clk_ddr(data_tx_clk    ),
      .clk    (tx_ck_sync_0   ),
      .data   (ch0_d          ),
      .pwd    (reg_pd_ch[0]   ),
      .set_clk( 1'b0          ),
      .xxx_p  (pad_tx_0p      ),
      .xxx_n  (pad_tx_0m      ));
xxx_4to1 u_xxx_1(
      .clk_ddr(data_tx_clk    ),
      .clk    (tx_ck_sync_0   ),
      .data   (ch1_d          ),
      .pwd    (reg_pd_ch[1]   ),
      .set_clk( 1'b0          ),
      .xxx_p  (pad_tx_1p      ),
      .xxx_n  (pad_tx_1m      ));
xxx_4to1 u_xxx_2(
      .clk_ddr(data_tx_clk    ),
      .clk    (tx_ck_sync_0   ),
      .data   (ch2_d          ),
      .pwd    (reg_pd_ch[2]   ),
      .set_clk( 1'b0      ),
      .xxx_p  (pad_tx_2p      ),
      .xxx_n  (pad_tx_2m      ));
xxx_4to1 u_xxx_3(
      .clk_ddr(data_tx_clk    ),
      .clk    (tx_ck_sync_0   ),
      .data   (ch3_d          ),
      .pwd    (reg_pd_ch[3]   ),
      .set_clk( 1'b0          ),
      .xxx_p  (pad_tx_3p      ),
      .xxx_n  (pad_tx_3m      ));
xxx_4to1 u_xxx_4(
      .clk_ddr(data_tx_clk    ),
      .clk    (tx_ck_sync_0   ),
      .data   (ch4_d          ),
      .pwd    (reg_pd_ch[4]   ),
      .set_clk( 1'b0          ),
      .xxx_p  (pad_tx_4p      ),
      .xxx_n  (pad_tx_4m      ));
xxx_4to1 u_xxx_5(
      .clk_ddr(data_tx_clk    ),
      .clk    (tx_ck_sync_0   ),
      .data   (ch5_d          ),
      .pwd    (reg_pd_ch[5]   ),
      .set_clk( 1'b0          ),
      .xxx_p  (pad_tx_5p      ),
      .xxx_n  (pad_tx_5m      ));
xxx_4to1 u_xxx_6(
      .clk_ddr(data_tx_clk    ),
      .clk    (tx_ck_sync_0   ),
      .data   (ch6_d          ),
      .pwd    (reg_pd_ch[6]   ),
      .set_clk( 1'b0          ),
      .xxx_p  (pad_tx_6p      ),
      .xxx_n  (pad_tx_6m      ));
xxx_4to1 u_xxx_7(
      .clk_ddr(data_tx_clk    ),
      .clk    (tx_ck_sync_0   ),
      .data   (ch7_d          ),
      .pwd    (reg_pd_ch[7]   ),
      .set_clk( 1'b0          ),
      .xxx_p  (pad_tx_7p      ),
      .xxx_n  (pad_tx_7m      ));
xxx_4to1 u_xxx_8(
      .clk_ddr(data_tx_clk    ),
      .clk    (tx_ck_sync_1   ),
      .data   (ch8_d          ),
      .pwd    (reg_pd_ch[8]   ),
      .set_clk( 1'b0          ),
      .xxx_p  (pad_tx_8p      ),
      .xxx_n  (pad_tx_8m      ));
xxx_4to1 u_xxx_9(
      .clk_ddr(data_tx_clk    ),
      .clk    (tx_ck_sync_1   ),
      .data   (ch9_d          ),
      .pwd    (reg_pd_ch[9]   ),
      .set_clk( 1'b0          ),
      .xxx_p  (pad_tx_9p      ),
      .xxx_n  (pad_tx_9m      ));
xxx_4to1 u_xxx_10(
      .clk_ddr(data_tx_clk    ),
      .clk    (tx_ck_sync_1   ),
      .data   (ch10_d         ),
      .pwd    (reg_pd_ch[10]  ),
      .set_clk( 1'b0          ),
      .xxx_p  (pad_tx_10p     ),
      .xxx_n  (pad_tx_10m     ));
xxx_4to1 u_xxx_11(
      .clk_ddr(data_tx_clk    ),
      .clk    (tx_ck_sync_1   ),
      .data   (ch11_d         ),
      .pwd    (reg_pd_ch[11]  ),
      .set_clk( 1'b0          ),
      .xxx_p  (pad_tx_11p     ),
      .xxx_n  (pad_tx_11m     ));
xxx_4to1 u_xxx_12(
      .clk_ddr(data_tx_clk    ),
      .clk    (tx_ck_sync_1   ),
      .data   (ch12_d         ),
      .pwd    (reg_pd_ch[12]  ),
      .set_clk( 1'b0          ),
      .xxx_p  (pad_tx_12p     ),
      .xxx_n  (pad_tx_12m     ));
xxx_4to1 u_xxx_13(
      .clk_ddr(data_tx_clk    ),
      .clk    (tx_ck_sync_1   ),
      .data   (ch13_d         ),
      .pwd    (reg_pd_ch[13]  ),
      .set_clk( 1'b0          ),
      .xxx_p  (pad_tx_13p     ),
      .xxx_n  (pad_tx_13m     ));
xxx_4to1 u_xxx_14(
      .clk_ddr(data_tx_clk    ),
      .clk    (tx_ck_sync_1   ),
      .data   (ch14_d         ),
      .pwd    (reg_pd_ch[14]  ),
      .set_clk( 1'b0          ),
      .xxx_p  (pad_tx_14p     ),
      .xxx_n  (pad_tx_14m     ));
xxx_4to1 u_xxx_15(
      .clk_ddr(data_tx_clk    ),
      .clk    (tx_ck_sync_1   ),
      .data   (ch15_d         ),
      .pwd    (reg_pd_ch[15]  ),
      .set_clk( 1'b0          ),
      .xxx_p  (pad_tx_15p     ),
      .xxx_n  (pad_tx_15m     ));
xxx_4to1 u_xxx_16(
      .clk_ddr(data_tx_clk    ),
      .clk    (tx_ck_sync_0   ),
      .data   (ch16_d         ),
      .pwd    (reg_pd_ch[16]  ),
      .set_clk( 1'b0          ),
      .xxx_p  (pad_tx_16p     ),
      .xxx_n  (pad_tx_16m     ));
xxx_4to1 u_xxx_17(
      .clk_ddr(data_tx_clk    ),
      .clk    (tx_ck_sync_0   ),
      .data   (ch17_d         ),
      .pwd    (reg_pd_ch[17]  ),
      .set_clk( 1'b0          ),
      .xxx_p  (pad_tx_17p      ),
      .xxx_n  (pad_tx_17m     ));
xxx_4to1 u_xxx_18(
      .clk_ddr(data_tx_clk    ),
      .clk    (tx_ck_sync_1   ),
      .data   (ch18_d         ),
      .pwd    (reg_pd_ch[18]  ),
      .set_clk( 1'b0          ),
      .xxx_p  (pad_tx_18p     ),
      .xxx_n  (pad_tx_18m    ));
xxx_4to1 u_xxx_19(
      .clk_ddr(data_tx_clk    ),
      .clk    (tx_ck_sync_1   ),
      .data   (ch19_d          ),
      .pwd    (reg_pd_ch[19]   ),
      .set_clk( 1'b0          ),
      .xxx_p  (pad_tx_19p      ),
      .xxx_n  (pad_tx_19m      ));
xxx_4to1 u_xxx_20(
      .clk_ddr(data_tx_clk    ),
      .clk    (tx_ck_sync_1   ),
      .data   (ch20_d          ),
      .pwd    (reg_pd_ch[20]  ),
      .set_clk( 1'b0          ),
      .xxx_p  (pad_tx_20p     ),
      .xxx_n  (pad_tx_20m     ));
xxx_4to1 u_xxx_21(
      .clk_ddr(data_tx_clk    ),
      .clk    (tx_ck_sync_0   ),
      .data   (ch21_d         ),
      .pwd    (reg_pd_ch[21]  ),
      .set_clk( 1'b0          ),
      .xxx_p  (pad_tx_21p     ),
      .xxx_n  (pad_tx_21m     ));
xxx_4to1 u_xxx_22(
      .clk_ddr(data_tx_clk    ),
      .clk    (tx_ck_sync_0   ),
      .data   (ch22_d         ),
      .pwd    (reg_pd_ch[22]  ),
      .set_clk( 1'b0          ),
      .xxx_p  (pad_tx_22p     ),
      .xxx_n  (pad_tx_22m     ));
xxx_4to1 u_xxx_23(
      .clk_ddr(data_tx_clk    ),
      .clk    (tx_ck_sync_0   ),
      .data   (ch23_d         ),
      .pwd    (reg_pd_ch[23]  ),
      .set_clk( 1'b0          ),
      .xxx_p  (pad_tx_23p     ),
      .xxx_n  (pad_tx_23m     ));
xxx_4to1 u_xxx_24(
      .clk_ddr(data_tx_clk    ),
      .clk    (tx_ck_sync_0   ), 
      .data   (ch24_d         ),
      .pwd    (reg_pd_ch[24]  ),
      .set_clk( 1'b0          ),
      .xxx_p  (pad_tx_24p     ),
      .xxx_n  (pad_tx_24m     ));
xxx_4to1 u_xxx_25(
      .clk_ddr(data_tx_clk    ),
      .clk    (tx_ck_sync_0   ), 
      .data   (ch25_d         ),
      .pwd    (reg_pd_ch[25]  ),
      .set_clk( 1'b0          ),
      .xxx_p  (pad_tx_25p     ),
      .xxx_n  (pad_tx_25m     ));
xxx_4to1 u_xxx_26(
      .clk_ddr(data_tx_clk    ),
      .clk    (tx_ck_sync_0   ), 
      .data   (ch26_d         ),
      .pwd    (reg_pd_ch[26]  ),
      .set_clk( 1'b0          ),
      .xxx_p  (pad_tx_26p     ),
      .xxx_n  (pad_tx_26m     ));
endmodule
module tx_clk_div(
    input resetn,
    input clk_in,
    input [4:0] k_div,
    output reg clk_out
    );
reg [3:0] clk_cnt;
initial clk_cnt = 4'b0;
always @ (posedge clk_in)
    clk_cnt <= clk_cnt + 1'b1;
always@(*) begin
    if(~resetn)
        clk_out = 1'b0;
    else begin
        case(k_div)
            5'b0_0000: clk_out = clk_in;
            5'b0_0001: clk_out = clk_in;
            5'b0_0010: clk_out = clk_cnt[0];
            5'b0_0100: clk_out = clk_cnt[1];
            5'b0_1000: clk_out = clk_cnt[2];
            5'b1_0000: clk_out = clk_cnt[3];
            default  : clk_out = 1'b0;
        endcase
    end
end
endmodule
==> results.yml <==
# flow metrics
logic_synthesis:
  top_cells_by_area: "dfxtp_1 38%, nor4_4 10%, nor4b_2 7.1%"
  synthArstFlopShare_pct: 0
  synth_area_um2: 210
  syn_avg_cell_area_um2: 10.5
  synth_chip_area_um2: 210
  ys_warn_count: 1
  ys_types: 15
  ys_cells: 20
  yosysTopAreaCell: "dfxtp_1"
  edf_count: 0
  synth_flops: 4
  ff_type: "dfxtp_1"
  yosysMostFrequentCell: "dfxtp_1"
  ys_seq_share_pct: 38.1
  common_cells: "4 x dfxtp_1, 3 x inv_1"
  synth_cells: 20
  top_area_share_pct: 38.1
global_routing:
  grt_pass1_wl_um: 986
  grtUsageTotal_pct: 1.90
  grt_pass1_vias: 288
  grt_start_max_net_pins: 6
  overflow: 0
  antenna_found_initial: 0
die:
  initial_core_util_pct: 6.15
  rows: 21
  io_pins: 8
  coreArea_um2: 3420
  chipWidth_um: 80
  fp.dieH_um: 80
  chip_area_um2: 6400
power_and_ir_drop:
  power.internal_w: 0.000219
  leakage_nw: 0.143
  netSwitchingFraction_pct: 22.7
  comb_power_share_pct: 6.9
  irDropWorstVdd_mv: 0.282
  seqPwrFrac_pct: 27.0
  power.switching_w: 0.0000642
  clock_power_share_pct: 66.2
  p_total_w: 0.000283
  power.density_nw_per_um2: 749
drt:
  wirelength_um: 532
  drtAntennaViolNets: 0
  dr.pass1.iters: 4
  vias: 210
  drt_iter0_drc: 4
  avgRoutedWirePerCell_um: 6.73
  diodes: 0
  drc_errors: 0
  viasPerCell: 2.66
sta:
  slew_headroom_pct: 84.5
  tns_ns: 0
  setup_viol: 0
  tightest_slew_ns: 0.231
  final.setup_skew_ns: 0.00682
  layout_setup_ws_ns: 0.0542
  rsz0062_at_grt: "false"
  hold_violations: 0
  finalMaxSlewViolations: 0
setup_path:
  crit_type: "clk2out"
  arrival_ns: 1.63
  cp-start-kind: "clock port"
  end_kind: "output port"
  cp.required_ns: 1.68
  reg2reg_depth: 2
  cp_max_fo: 2
clock_tree:
  path_clk_slew_ns: 0.03
  cts_tree: "done"
  clock_latency_ns: 0.35
min_path:
  whs_path_depth: 1
  hp-class: "reg2reg"
finish:
  fillers: 413
  largest-register: "clk_cnt"
  reg.largest.list: "clk_cnt (4)"
  largest_reg_flops: 4
  drive_above_1_share_pct: 30.3
  final_cell_count_no_fill: 79
  area_growth_pct: 79.8
  final_core_util_pct: 11.1
run_status:
  outcome: "finished clean"
placement:
  placed_cells: 73
  place_ws_ns: -0.336
  gp_congestion: 0.656
  port_buffers: 7
job:
  openroad.warnings: 28
  maxCapViolCount: 0
## cells in the final DEF (no fill, tap or decap)
cell,instances
mux2i_2,1
nor4b_2,1
xor2_1,1
dfxtp_1,4
o21ai_0,1
clkdlybuf4s50_1,3
nor4_4,1
nor3b_1,1
buf_2,1
nor3_1,1
ha_1,1
o22ai_1,1
dlygate4sd2_1,3
xnor2_1,1
inv_1,3
nand3_1,1
a21boi_0,1
nor2b_1,1
clkbuf_4,6
## worst max-delay path, stage by stage
cell      delay, ns
clkbuf_4       0.11
clkbuf_4       0.13
mux2i_2        0.16
nor4b_2        0.07
buf_2          0.12
## kinds of logic after synthesis
family | after synthesis | synth area share [%]
simple gates | 6 | 28.6
flops | 4 | 38.1
compound gates | 3 | 8.93
buf+inv | 3 | 5.36
xor+xnor | 2 | 8.33
mux | 1 | 4.76
fa+ha+maj | 1 | 5.95
## area by class of cell
type / instances / area, um2 / share of cell area [%]
Clock buffer: 7 / 50.0 / 13.2
Inverter: 3 / 11.3 / 2.98
Timing Repair Buffer: 6 / 56.3 / 14.9
Tap cell: 46 / 57.6 / 15.2
Sequential cell: 4 / 80.1 / 21.2
Multi-Input combinational cell: 13 / 123 / 32.5
## repair_timing
item | 4_1_cts | 5_1_grt
gates resized | 6 | 1
setup buffers | 0 | 0
pin swaps | 1 | 1
hold buffers | 0 | 0
setup endpoints to repair | 4 | 1
## per-stage QoR
| step | instance area [um2] | hold WS (ns) |
|---|---|---|
| floorplan | 210 | 0.389 |
| global placement | 338 | 0.418 |
| detailed placement | 338 | 0.416 |
| CTS | 374 | 0.426 |
| global route | 378 | 0.464 |
| finish | 378 | 0.424 |
## final timing paths
check,slack (ns),endpoint,start
worst max-delay path,0.05,clk_out,clk_in
worst min-delay path,0.42,clk_cnt[0]$_DFF_P_,clk_cnt[0]$_DFF_P_
worst max register to register,1.30,clk_cnt[2]$_DFF_P_,clk_cnt[0]$_DFF_P_
worst min register to register,0.42,clk_cnt[0]$_DFF_P_,clk_cnt[0]$_DFF_P_
## power by group through the flow
stage / logic, W / registers (W) / clock network, W
CTS: 0.0000192 / 0.0000763 / 0.000192
global route: 0.0000211 / 0.0000762 / 0.000208
finish: 0.0000194 / 0.0000764 / 0.000187
## layer usage
metal	vias to the layer above	track usage [%]	wire length, um	share of wire [%]
li1	97	-	-	-
met1	95	1.60	223	42
met2	14	2.33	199	37
met3	4	2.05	82	15
met4	0	1.94	27	5.1
met5	-	0	0	0
No activity file was given, so power comes from the tool's default toggle rates.
